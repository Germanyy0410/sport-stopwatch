## design/flow/run.sh

```bash
#!/bin/bash
# OpenROAD 26Q1-2900-gdf79404cd8, Yosys 0.63+post, stock flow scripts
make -C /OpenROAD-flow-scripts/flow DESIGN_CONFIG=/design/flow/config.mk WORK_HOME=/design/flow/orfs finish
```

## design/flow/config.mk

```make
export PLATFORM = sky130hd
export DESIGN_NAME = sportstopwatch
export DESIGN_NICKNAME = sportstopwatch
export VERILOG_FILES = /design/flow/design.v
export SDC_FILE = /design/flow/constraint.sdc
export NUM_CORES = 4
export LEC_CHECK = 1
export CORE_UTILIZATION = 30
```

## design/flow/constraint.sdc

```tcl
current_design sportstopwatch

set clk_period 3.1
set clk_io_pct 0.2

create_clock -name clk0 -period $clk_period [get_ports {clk}]

set non_clock_inputs [all_inputs -no_clocks]
set_input_delay [expr $clk_period * $clk_io_pct] -clock clk0 $non_clock_inputs
set_output_delay [expr $clk_period * $clk_io_pct] -clock clk0 [all_outputs]
```

## design/flow/design.v

```verilog
`timescale 1ns / 1ps
module frequencydivider(rst, clk, newclk);
input[1 : 0] rst;
input clk;
output reg newclk;
reg[19 : 0] count = 0;
always @(posedge clk)begin
    count = count + 1;
    if (rst == 2 'b01)
        count = 0;
    else 
        begin
            newclk = count[19];  
        end 
    end 
endmodule
`timescale 1ns / 1ps
module sportstopwatch(
input clk,
input [3:0]btn,
input [1:0] control,
output reg[6:0] a0,a1,a2,a3,a4,a5,
output reg red, green,
output led
);
wire newclk;
frequencydivider divider(.rst(2'b00 ),.clk(clk),.newclk(newclk));
reg [3:0] reg_d0, reg_d1, reg_d2, reg_d3, reg_d4, reg_d5;
initial begin
a0 = 7'b1000000;
a1 = 7'b1000000;
a2 = 7'b1000000;
a3 = 7'b1000000;
a4 = 7'b1000000;
a5 = 7'b1000000;
end
assign led = newclk;
reg check = 0;
reg count = 0;
always @(posedge newclk) begin
red = 0;
green = 0;
if (control == 2'b00 )
   begin
   if(btn[0] == 1 && count < 1)
        begin 
           check = 1;
           count = count+ 1;
           if(reg_d2 == 9)
               reg_d2 = 0;
           else
               reg_d2 = reg_d2 + 1;
        end
     else if(btn[1] == 1 && count < 1)
       begin 
           check = 1;
           count = count +1;
           if(reg_d3 == 5)
               reg_d3 = 0;
           else
               reg_d3 = reg_d3 + 1;
       end
    else if(btn[2] == 1 && count < 1)
        begin 
           check = 1;
           count = count + 1;
           if(reg_d4 == 9)
               reg_d4 = 0;
           else
               reg_d4 = reg_d4 + 1;
       end
    else if(btn[3] == 1 && count < 1)
       begin 
           check = 1;
           count =count+ 1;
           if(reg_d5 == 5)
               reg_d5 = 0;
           else
               reg_d5 = reg_d5 + 1;
       end
    else if(check == 1 && btn == 4'b0000)
    begin
    count = 0;
    end  
   else if(check == 0)
    begin
    reg_d0 = 0;
    reg_d1 = 0;
    reg_d2 = 0;
    reg_d3 = 0;
    reg_d4 = 0;
    reg_d5 = 0;
    a0 = 7'b1000000;
    a1 = 7'b1000000;
    a2 = 7'b1000000;
    a3 = 7'b1000000;
    a4 = 7'b1000000;
    a5 = 7'b1000000;
    end
  case(reg_d2)
                4'd0 : a2 = 7'b1000000;
                4'd1 : a2 = 7'b1111001;
                4'd2 : a2 = 7'b0100100;
                4'd3 : a2 = 7'b0110000;
                4'd4 : a2 = 7'b0011001;
                4'd5 : a2 = 7'b0010010;
                4'd6 : a2 = 7'b0000010;
                4'd7 : a2 = 7'b1111000;
                4'd8 : a2 = 7'b0000000;
                4'd9 : a2 = 7'b0010000;
                default : a2 = 7'b0111111; 
             endcase
              case(reg_d3)
                 4'd0 : a3 = 7'b1000000;
                 4'd1 : a3 = 7'b1111001;
                 4'd2 : a3 = 7'b0100100;
                 4'd3 : a3 = 7'b0110000;
                 4'd4 : a3 = 7'b0011001;
                 4'd5 : a3 = 7'b0010010;
                 4'd6 : a3 = 7'b0000010;
                 4'd7 : a3 = 7'b1111000;
                 4'd8 : a3 = 7'b0000000;
                 4'd9 : a3 = 7'b0010000;
                 default : a3 = 7'b0111111; 
              endcase
               case(reg_d4)
                  4'd0 : a4 = 7'b1000000;
                  4'd1 : a4 = 7'b1111001;
                  4'd2 : a4 = 7'b0100100;
                  4'd3 : a4 = 7'b0110000;
                  4'd4 : a4 = 7'b0011001;
                  4'd5 : a4 = 7'b0010010;
                  4'd6 : a4 = 7'b0000010;
                  4'd7 : a4 = 7'b1111000;
                  4'd8 : a4 = 7'b0000000;
                  4'd9 : a4 = 7'b0010000;
                  default : a4 = 7'b0111111; 
               endcase 
                case(reg_d5)
                   4'd0 : a5 = 7'b1000000;
                   4'd1 : a5 = 7'b1111001;
                   4'd2 : a5 = 7'b0100100;
                   4'd3 : a5 = 7'b0110000;
                   4'd4 : a5 = 7'b0011001;
                   4'd5 : a5 = 7'b0010010;
                   4'd6 : a5 = 7'b0000010;
                   4'd7 : a5 = 7'b1111000;
                   4'd8 : a5 = 7'b0000000;
                   4'd9 : a5 = 7'b0010000;
                   default : a5 = 7'b0111111; 
                endcase  
 end
 else if(control == 2'b11)
 begin
 reg_d0 = reg_d0;
 reg_d1 = reg_d1;
 reg_d2 = reg_d2;
 reg_d3 = reg_d3;
 reg_d4 = reg_d4;
 reg_d5 = reg_d5;
 end
else if ( control == 2'b10) 
begin
    if(reg_d0 == 9)
        begin
        reg_d0 = 0;
            if(reg_d1 == 9)
                begin
                reg_d1 = 0;
                    if(reg_d2 == 9)
                        begin
                        reg_d2 = 0;
                            if(reg_d3 == 5)
                                begin
                                reg_d3 = 0;
                                if(reg_d4 == 9)
                                    begin
                                    reg_d4 = 0;
                                        if(reg_d5 == 5)
                                            begin
                                            reg_d5 = 0;
                                            end
                                        else
                                            begin
                                            reg_d5 = reg_d5 + 1;
                                            end
                                        case(reg_d0)
                                                    4'd0 : a5 = 7'b1000000;
                                                    4'd1 : a5 = 7'b1111001;
                                                    4'd2 : a5 = 7'b0100100;
                                                    4'd3 : a5 = 7'b0110000;
                                                    4'd4 : a5 = 7'b0011001;
                                                    4'd5 : a5 = 7'b0010010;
                                                    4'd6 : a5 = 7'b0000010;
                                                    4'd7 : a5 = 7'b1111000;
                                                    4'd8 : a5 = 7'b0000000;
                                                    4'd9 : a5 = 7'b0010000;
                                                    default : a5 = 7'b0111111; 
                                         endcase
                                    end
                                else
                                    begin
                                    reg_d4 = reg_d4 + 1;
                                    end
                                case(reg_d4)
                                            4'd0 : a4 = 7'b1000000;
                                            4'd1 : a4 = 7'b1111001;
                                            4'd2 : a4 = 7'b0100100;
                                            4'd3 : a4 = 7'b0110000;
                                            4'd4 : a4 = 7'b0011001;
                                            4'd5 : a4 = 7'b0010010;
                                            4'd6 : a4 = 7'b0000010;
                                            4'd7 : a4 = 7'b1111000;
                                            4'd8 : a4 = 7'b0000000;
                                            4'd9 : a4 = 7'b0010000;
                                            default : a4 = 7'b0111111; 
                                  endcase
                                end
                            else
                                begin
                                reg_d3 = reg_d3 + 1;
                                end
                            case(reg_d3)
                                        4'd0 : a3 = 7'b1000000;
                                        4'd1 : a3 = 7'b1111001;
                                        4'd2 : a3 = 7'b0100100;
                                        4'd3 : a3 = 7'b0110000;
                                        4'd4 : a3 = 7'b0011001;
                                        4'd5 : a3 = 7'b0010010;
                                        4'd6 : a3 = 7'b0000010;
                                        4'd7 : a3 = 7'b1111000;
                                        4'd8 : a3 = 7'b0000000;
                                        4'd9 : a3 = 7'b0010000;
                                        default : a3 = 7'b0111111; 
                            endcase    
                        end
                    else
                        begin
                        reg_d2 = reg_d2 + 1; 
                        end
                    case(reg_d2)
                                4'd0 : a2 = 7'b1000000;
                                4'd1 : a2 = 7'b1111001;
                                4'd2 : a2 = 7'b0100100;
                                4'd3 : a2 = 7'b0110000;
                                4'd4 : a2 = 7'b0011001;
                                4'd5 : a2 = 7'b0010010;
                                4'd6 : a2 = 7'b0000010;
                                4'd7 : a2 = 7'b1111000;
                                4'd8 : a2 = 7'b0000000;
4'd9 : a2 = 7'b0010000;
                                default : a2 = 7'b0111111; 
                      endcase  
                end
            else
                begin
                reg_d1 = reg_d1 + 1;
                end 
            case(reg_d1)
                        4'd0 : a1 = 7'b1000000;
                        4'd1 : a1 = 7'b1111001;
                        4'd2 : a1 = 7'b0100100;
                        4'd3 : a1 = 7'b0110000;
                        4'd4 : a1 = 7'b0011001;
                        4'd5 : a1 = 7'b0010010;
                        4'd6 : a1 = 7'b0000010;
                        4'd7 : a1 = 7'b1111000;
                        4'd8 : a1 = 7'b0000000;
                        4'd9 : a1 = 7'b0010000;
                        default : a1 = 7'b0111111; 
             endcase
        end
    else
        begin
        reg_d0 = reg_d0 + 1; 
        end
    case(reg_d0)
        4'd0 : a0 = 7'b1000000;
        4'd1 : a0 = 7'b1111001;
        4'd2 : a0 = 7'b0100100;
        4'd3 : a0 = 7'b0110000;
        4'd4 : a0 = 7'b0011001;
        4'd5 : a0 = 7'b0010010;
        4'd6 : a0 = 7'b0000010;
        4'd7 : a0 = 7'b1111000;
        4'd8 : a0 = 7'b0000000;
        4'd9 : a0 = 7'b0010000;
        default : a0 = 7'b0111111; 
     endcase
     check = 0;
end
else if ( control == 2'b01) 
begin
    if(reg_d0 == 0)
        begin
        reg_d0 = 9;
            if(reg_d1 == 0)
                begin
                reg_d1 = 9;
                    if(reg_d2 == 0)
                        begin
                        reg_d2 = 9;
                            if(reg_d3 == 0)
                                begin
                                reg_d3 = 5;
                                if(reg_d4 == 0)
                                    begin
                                    reg_d4 = 9;
                                        if(reg_d5 == 0)
                                            begin
                                            reg_d0 = 0;
                                            reg_d1 = 0;
                                            reg_d2 = 0;
                                            reg_d3 = 0;
                                            reg_d4 = 0;
                                            reg_d5 = 0;
                                            red = 1;
                                            green = 1;
                                            end
                                        else
                                            begin
                                            reg_d5 = reg_d5 - 1;
                                            end
                                        case(reg_d0)
                                                    4'd0 : a5 = 7'b1000000;
                                                    4'd1 : a5 = 7'b1111001;
                                                    4'd2 : a5 = 7'b0100100;
                                                    4'd3 : a5 = 7'b0110000;     
                                                    4'd4 : a5 = 7'b0011001;
                                                    4'd5 : a5 = 7'b0010010;
                                                    4'd6 : a5 = 7'b0000010;
                                                    4'd7 : a5 = 7'b1111000;
                                                    4'd8 : a5 = 7'b0000000;
                                                    4'd9 : a5 = 7'b0010000;
                                                    default : a5 = 7'b0111111; 
                                         endcase
                                    end
                                else
                                    begin
                                    reg_d4 = reg_d4 - 1;
                                    end
                                case(reg_d4)
                                            4'd0 : a4 = 7'b1000000;
                                            4'd1 : a4 = 7'b1111001;
                                            4'd2 : a4 = 7'b0100100;
                                            4'd3 : a4 = 7'b0110000;
                                            4'd4 : a4 = 7'b0011001;
                                            4'd5 : a4 = 7'b0010010;
                                            4'd6 : a4 = 7'b0000010;
                                            4'd7 : a4 = 7'b1111000;
                                            4'd8 : a4 = 7'b0000000;
                                            4'd9 : a4 = 7'b0010000;
                                            default : a4 = 7'b0111111; 
                                  endcase
                                end
                            else
                                begin
                                reg_d3 = reg_d3 - 1;
                                end
                            case(reg_d3)
                                        4'd0 : a3 = 7'b1000000;
                                        4'd1 : a3 = 7'b1111001;
                                        4'd2 : a3 = 7'b0100100;
                                        4'd3 : a3 = 7'b0110000;
                                        4'd4 : a3 = 7'b0011001;
                                        4'd5 : a3 = 7'b0010010;
                                        4'd6 : a3 = 7'b0000010;
                                        4'd7 : a3 = 7'b1111000;
                                        4'd8 : a3 = 7'b0000000;
                                        4'd9 : a3 = 7'b0010000;
                                        default : a3 = 7'b0111111; 
                            endcase    
                        end
                    else
                        begin
                        reg_d2 = reg_d2 - 1; 
                        end
                    case(reg_d2)
                                4'd0 : a2 = 7'b1000000;
                                4'd1 : a2 = 7'b1111001;
                                4'd2 : a2 = 7'b0100100;
                                4'd3 : a2 = 7'b0110000;
                                4'd4 : a2 = 7'b0011001;
                                4'd5 : a2 = 7'b0010010;
                                4'd6 : a2 = 7'b0000010;
                                4'd7 : a2 = 7'b1111000;
                                4'd8 : a2 = 7'b0000000;
                                4'd9 : a2 = 7'b0010000;
                                default : a2 = 7'b0111111; 
                      endcase  
                end
            else
                begin
                reg_d1 = reg_d1 - 1;
                end 
            case(reg_d1)
                        4'd0 : a1 = 7'b1000000;
                        4'd1 : a1 = 7'b1111001;
                        4'd2 : a1 = 7'b0100100;
                        4'd3 : a1 = 7'b0110000;
                        4'd4 : a1 = 7'b0011001;
                        4'd5 : a1 = 7'b0010010;
                        4'd6 : a1 = 7'b0000010;
                        4'd7 : a1 = 7'b1111000;
                        4'd8 : a1 = 7'b0000000;
                        4'd9 : a1 = 7'b0010000;
                        default : a1 = 7'b0111111; 
             endcase
        end
    else
        begin
        reg_d0 = reg_d0 - 1; 
        end
    case(reg_d0)
        4'd0 : a0 = 7'b1000000;
        4'd1 : a0 = 7'b1111001;
        4'd2 : a0 = 7'b0100100;
        4'd3 : a0 = 7'b0110000;
        4'd4 : a0 = 7'b0011001;
        4'd5 : a0 = 7'b0010010;
        4'd6 : a0 = 7'b0000010;
        4'd7 : a0 = 7'b1111000;
        4'd8 : a0 = 7'b0000000;
        4'd9 : a0 = 7'b0010000;
        default : a0 = 7'b0111111; 
     endcase
     check = 0;
end
end
endmodule
```

==> results.toml <==
# physical design summary
[setup_path]
crit_arrival_ns = 1.01
crit_fanout = 2
reg2reg_slack_ns = 1.51
critPathBufInv = 1
critPathSlowestCell = "clkdlybuf4s50_1"
path_delay_family = "buffers and inverters"
crit_chain = "clkdlybuf4s50_1"
critical_path.startpoint = "divider.newclk"
critPathKind = "flop to primary output"
endpoint_kind = "primary output"
r2r_start = "divider.count[0]"
worstSetupStartpointType = "flop"
critPathRequiredTime_ns = 2.48
max_stage_delay_ns = 0.44

[clock_tree]
post_cts_buffers = 0
cts_max_level = 1
clkTransAtPathRegs_ns = 0.06
cts_buffers = 3
clock_latency_ns = 0.25
cts-root-buf = "clkbuf_16"
hold_buffers = 0
clockBufferDepth = 2
cts_resized = 0
tritoncts = "built"

[sta]
grt_setup_unrepaired = "false"
untimed_endpoints = 181
max_freq_mhz = 614.0
maxSlewHeadroom_pct = 38.88
finalHoldViolCount = 0
hold_slack_ns = 0.4150
skew_ns = 0.003741
unclocked_regs = 69
worst_slew_pin_slew_ns = 0.9158
finalCritPeriodShare_pct = 52.54
period_needed_ns = 1.629
slew_viol_final = 0
setup_viol = 0
fin_setup_tns_ns = 0

[finish]
lay_top_count = "nand2_1"
area_delta_synth_final_pct = 10.51
final-comb-area_um2 = 4866
final_cells = 1275
drive_above_1_share_pct = 5.079
fill_cells = 2578
regArea_um2 = 2484
final_area_um2 = 8589
most-common-layout-cells = "nand2_1 (106), a21oi_1 (81), edfxtp_1 (68)"

[logic_synthesis]
syn_area_um2 = 7772
postSynthAreaPerCell_um2 = 8.207
ys_cells = 947
synthFlopType = "edfxtp_1"
ys_area_um2 = 7772
edf_count = 68
ys_seq_elements = 90
yosysWarnings = 2
ys_types = 75
synthArstFlopShare_pct = 0
synthCells = 947
synth_seq_share_pct = 31.94

[die]
coreArea_um2 = 25330
fp_util_pct = 30.69
chipHeight_um = 163.0
dieArea_um2 = 26560
ioPinCount = 52
dieWidth_um = 163.0
rows = 58

[power_and_ir_drop]
switching_share_pct = 31.03
pwr-share-clk_pct = 33.2
p_sw_mw = 0.2469
comb_power_share_pct = 29.1
powerDensity_nw_per_um2 = 92.63
peakVddDrop_uv = 276.8
p_leak_nw = 3.096
intPower_mw = 0.5488
p_seq_share_pct = 37.7

[routing]
wl_per_cell_um = 15.34
viasPerCell = 5.401
ant_nets = 0
drc = 0
insertedDiodeCount = 0
dr.pass1.iters = 5
routed_wl_um = 19560
vias = 6886
drtIter0Drc = 532

[run]
max-cap-violations = 0
warnings = 73

[grt]
grt_max_degree = 70
antenna_found_initial = 0
grtUsageTotal_pct = 15.11
grt_overflow = 0
grt_pass1_vias = 6137
grt_pass1_wl_um = 31700

[worst_hold_path]
hold_start = "divider.count[0]"
min_path_type = "flop to flop"

[placement]
place_inst = 1271
hpwl_um = 14190
placed_area_um2 = 8509
io_buffers = 51
gp_congestion = 0.8762

[outcome]
status = "finished clean"
==> per-layer routing <==
metal  vias up  track usage (%)  wire length, um
li1       3455                -                -
met5         -                0                0
met4         0            1.614              199
met2       165            23.50             8930
met1      3252            23.72             9548
met3        14            1.636              878
==> sequential cells by signal, indices dropped and copies added (netlist names), 4 cells and up <==
signal / count
reg_d0: 4
a1: 7
a2: 7
a3: 7
divider.count: 20
a4: 7
reg_d5: 4
reg_d4: 4
a5: 7
reg_d3: 4
reg_d1: 4
reg_d2: 4
a0: 7
==> cell usage after synthesis, types with 5 or more instances <==
library cell    n  share of area [%]
nand3_1        33                2.1
mux2i_1        12                1.5
a211oi_1       15                1.4
mux2_2          6               0.87
inv_1          40                1.9
nand4_1         5               0.40
nor4_1          8               0.64
a22o_1          7               0.79
or3_1           6               0.48
dfxtp_1        22                5.7
a311oi_1        5               0.56
xnor2_1        28                3.2
edfxtp_1       68                 26
nor3_1         20                1.3
a31oi_1        14                1.1
o221ai_1        5               0.56
and2_1          8               0.64
a22oi_1         9               0.87
a2111oi_0       5               0.56
o22ai_1        14                1.1
xor2_1         12                1.4
o31ai_1        11                1.1
or4_1           5               0.48
o211ai_1       11                1.1
o21ai_0        58                3.7
ha_1           60                9.7
a21oi_1        81                5.2
a21boi_0        5               0.48
nor2_1         67                3.2
buf_1          10               0.48
clkbuf_1       51                2.5
or2_2          10               0.80
nand2_1       106                5.1
o21a_1          7               0.68
and3_1         11               0.89
nand2b_1       27                2.2
nor2b_1        14                1.1
==> final cells by class <==
cell class / count / area share (%)
sequential: 90 / 28.91
inverter: 41 / 1.792
clock inverter: 1 / 0.05827
multi-input combinational: 748 / 56.65
timing repair buffer: 62 / 6.905
clock buffer: 3 / 0.8740
tap: 330 / 4.807
==> power by group through the flow <==
stage / registers (mW) / logic, mW / clock network (mW)
final: 0.300 / 0.232 / 0.264
after CTS: 0.300 / 0.232 / 0.269
after global routing: 0.300 / 0.256 / 0.284
==> per-stage QoR <==
step | setup WS [ns] | total power, mW | util, %
after floorplan | 1.397 | 0.4593 | -
after global placement | 1.574 | 0.5358 | 33.60
after detailed placement | 1.527 | 0.5368 | 33.60
after CTS | 1.463 | 0.8006 | 33.91
after global routing | 1.359 | 0.8399 | 33.91
final | 1.471 | 0.7957 | 33.91
==> path summary, 6_finish.rpt <==
check | end | depth (start not counted)
worst max-delay path | led | 1
worst min-delay path | divider.count[0] | 1
worst max register to register | divider.count[16] | 6
worst min register to register | divider.count[0] | 1
==> cells by family (layout without fill, tap and decap cells) <==
| logic type | Yosys count | after routing | share of synthesized area (%) |
|---|---|---|---|
| adder cells (fa/ha/maj) | 61 | 61 | 9.788 |
| buffers and inverters | 109 | 107 | 5.521 |
| AND-OR/OR-AND | 291 | 291 | 24.28 |
| XOR/XNOR | 40 | 40 | 4.507 |
| AND/OR/NAND/NOR | 338 | 338 | 21.56 |
| multiplexers | 18 | 18 | 2.415 |
| flip-flops | 90 | 90 | 31.94 |
Power and IR drop assume default switching activity.
